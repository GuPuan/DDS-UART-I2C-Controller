**flow/config.mk**
```make
export PLATFORM = sky130hd
export DESIGN_NAME = uart_byte_rx
export DESIGN_NICKNAME = uart_byte_rx
export VERILOG_FILES = /design/flow/design.v
export SDC_FILE = /design/flow/constraint.sdc
export NUM_CORES = 4
export LEC_CHECK = 1
export CORE_UTILIZATION = 50
```
**flow/constraint.sdc**
```tcl
current_design uart_byte_rx

set clk_period 4.9
set clk_io_pct 0.2

create_clock -name clk0 -period $clk_period [get_ports {Clk}]

set non_clock_inputs [all_inputs -no_clocks]
set_input_delay [expr $clk_period * $clk_io_pct] -clock clk0 $non_clock_inputs
set_output_delay [expr $clk_period * $clk_io_pct] -clock clk0 [all_outputs]
```
**flow/design.v**
```verilog
module uart_byte_rx(
    input Clk,               
    input Reset_n,           
    input uart_rx,           
    output reg Rx_Done,      
    output reg [7:0] Rx_Data,  
    output reg Frame_Error   
);
    parameter CLOCK_FREQ = 50_000_000;   
    parameter BAUD = 115200;             
    parameter MCNT_BAUD = CLOCK_FREQ / BAUD - 1;  
    reg [7:0] r_Rx_Data;                 
    reg [29:0] baud_div_cnt;             
    reg en_baud_cnt;                     
    reg [3:0] bit_cnt;                   
    reg dff0_uart_rx, dff1_uart_rx;      
    reg r_uart_rx;                       
    reg [2:0] stop_bit_sample;           
    wire nedge_uart_rx;                  
    wire w_Rx_Done;                      
    always @(posedge Clk or negedge Reset_n) begin
        if (!Reset_n) begin
            baud_div_cnt <= 0;
            en_baud_cnt <= 0;
            bit_cnt <= 0;
            r_Rx_Data <= 8'd0;
            Rx_Data <= 8'd0;
            Rx_Done <= 0;
            Frame_Error <= 0;
            stop_bit_sample <= 3'b111;  
        end else begin
            if (en_baud_cnt) begin
                if (baud_div_cnt == MCNT_BAUD)
                    baud_div_cnt <= 0;  
                else
                    baud_div_cnt <= baud_div_cnt + 1;  
            end else begin
                baud_div_cnt <= 0;  
            end
            if (en_baud_cnt && baud_div_cnt == MCNT_BAUD) begin
                if (bit_cnt == 9) 
                    bit_cnt <= 0;  
                else
                    bit_cnt <= bit_cnt + 1;  
            end
            if (baud_div_cnt == MCNT_BAUD / 2) begin
                case (bit_cnt)
                    1: r_Rx_Data[0] <= dff1_uart_rx;  
                    2: r_Rx_Data[1] <= dff1_uart_rx;
                    3: r_Rx_Data[2] <= dff1_uart_rx;
                    4: r_Rx_Data[3] <= dff1_uart_rx;
                    5: r_Rx_Data[4] <= dff1_uart_rx;
                    6: r_Rx_Data[5] <= dff1_uart_rx;
                    7: r_Rx_Data[6] <= dff1_uart_rx;
                    8: r_Rx_Data[7] <= dff1_uart_rx;  
                    9: stop_bit_sample <= {stop_bit_sample[1:0], dff1_uart_rx};  
                endcase
            end
            if (w_Rx_Done) begin
                Rx_Done <= 1;  
                Rx_Data <= r_Rx_Data;  
                if (stop_bit_sample[2] + stop_bit_sample[1] + stop_bit_sample[0] < 2)
                    Frame_Error <= 1;  
                else
                    Frame_Error <= 0;  
            end else begin
                Rx_Done <= 0;  
            end
            if (nedge_uart_rx)
                en_baud_cnt <= 1;
            else if (bit_cnt == 9 && baud_div_cnt == MCNT_BAUD)
                en_baud_cnt <= 0;  
        end
    end
    always @(posedge Clk) begin
        dff0_uart_rx <= uart_rx;          
        dff1_uart_rx <= dff0_uart_rx;    
        r_uart_rx <= dff1_uart_rx;       
    end
    assign nedge_uart_rx = (dff1_uart_rx == 0) && (r_uart_rx == 1);
    assign w_Rx_Done = (bit_cnt == 9 && baud_div_cnt == MCNT_BAUD / 2);
endmodule
```
**flow/run.sh**
```bash
#!/bin/bash
# OpenROAD 26Q1-2900-gdf79404cd8, Yosys 0.63+post, stock flow scripts
make -C /OpenROAD-flow-scripts/flow DESIGN_CONFIG=/design/flow/config.mk WORK_HOME=/design/flow/orfs finish
```
==> metrics.cfg <==
[die]
std_cell_rows=27
die_y_um=77.9
pin_count=13
die_area_um2=6070
die_width_um=77.9
fp.coreArea_um2=5540
fp_util_pct=52.0

[global_routing]
grt_max_degree=57
grt_usage_pct=18.6
grt_pass1_wl_um=8570
grt_pass1_vias=1747
antenna_found_initial=0
grt_overflow_total=0

[synthesis]
area_leaders=dfrtp_1 46%, xor2_1 7.0%, mux2_4 5.2%
yosysTopAreaCell=dfrtp_1
synthDistinctLibCells=44
ys_async_sr_fraction_pct=94.9
synth_flops=59
syn_inst=253
synthFlopType=dfrtp_1
yosysWarningCount=1
ys_top_cells_by_count=53 x dfrtp_1, 37 x nor2_1, 23 x xor2_1
enable_flop_cells=0
top_cell_area_share_pct=46.0
synth_seq_share_pct=50.9
synth.most_common_cell=dfrtp_1
syn_area_per_cell_um2=11.4
syn-cell-area_um2=2880
ys_area_um2=2880
ys_cells=253

[power]
sequentialPowerShare_pct=51.5
vdd_ir_drop_max_uv=156
power_leakage_uw=0.00153
netSwitchingFraction_pct=19.3
p_clk_share_pct=47.4
internal_power_uw=767
power_density_nw_per_um2=292
combPwrFrac_pct=1.1
p_sw_uw=184
p_total_uw=951

[run]
warning_count=27
max-cap-violations=0

[clock_network]
root_buffer=clkbuf_8
cts_max_level=3
clock_path_buffers=2
cts_hold_buf=0
post_cts_resized=0
clkTransAtPathRegs_ns=0.06
cts_sinks=59
cts_buffers=9
cts_setup_buffers=0
tritoncts=done
clock_latency_ns=0.32

[critical_path]
ff2ff_path_depth=5
crit_fanout=12
critical_path_required_ns=5.11
cp.arrival_ns=2.73
endpoint_kind=flip-flop
path_class=flip-flop to flip-flop
crit_path_start_kind=flip-flop

[timing]
relSlewSlack_pct=47.0
fin_crit_sh_pct=51.4
whs_ns=0.327
period_needed_ns=2.52
tightest_slew_ns=0.791
hold_violations=0
setup_viol=0
fin_setup_tns_ns=0
rsz0062_at_grt=no
drv_slew=0
clock.fmax_ghz=0.397
finalClockSkew_ns=0.00640

[route]
drt_iter0_markers=108
vias=1831
drt_first_pass_iters=4
drc_errors=0
num_antenna_cells=0
wl_per_cell_um=14.5
avgViaCountPerCell=5.29
ant_nets=0
wirelength_um=5000

[hold_path]
hold_path.class=flip-flop to flip-flop
hold_depth=0

[placement]
place_hpwl_um=3230
place_congestion=0.786
port_buffers=12

[layout]
final_core_util_pct=58.7
area_growth_pct=13.0
drive_above_1_share_pct=20.8

[outcome]
outcome=finished clean

[layout make-up]
type,count,area (µm²)
repair buffers,15,138
multi-input cells,179,1340
fillers,463,2290
well taps,72,90.1
flip-flops and latches,59,1470
clock buffers,15,176
clock inverters,1,30.0
inverters,5,18.8
[per-stage QoR]
step	setup WS, ns	cell area, µm²	std cells
4_1_cts	2.37	3250	346
3_5_place_dp	2.38	3050	330
6_report	2.38	3250	346
2_1_floorplan	2.71	2880	253
3_3_place_gp	2.40	3050	330
5_1_grt	2.27	3250	346
[metal layers]
| metal | global-route usage (%) | share of wire, % | wire length [µm] | up-vias |
|---|---|---|---|---|
| met1 | 33.9 | 55 | 2760 | 887 |
| met3 | 2.63 | 3.0 | 151 | 9 |
| met2 | 24.5 | 40 | 1990 | 28 |
| li1 | - | - | - | 907 |
| met4 | 3.70 | 1.9 | 95 | 0 |
| met5 | 0 | 0 | 0 | - |
[layout by cell type, fill, tap and decap left out, types with 2 or more instances in the layout]
master,count
nand4b_1,3
dfxtp_1,3
nor2b_1,2
nand2_1,14
dfrtp_1,53
inv_1,5
dfstp_2,3
xnor2_1,7
clkdlybuf4s50_1,11
and4_1,2
nand2b_1,3
nand4_1,9
nor4_2,5
nor2_1,37
mux2_2,11
nand3_1,14
nand3b_1,2
mux2_4,10
nor3_1,6
ha_1,4
xor2_1,23
and3_1,9
clkbuf_8,12
buf_4,3
clkbuf_1,3
[registers in the layout, indices dropped and copies added, names as in the netlist]
name and cells:
baud_div_cnt 30, Rx_Data 8, r_Rx_Data 8, bit_cnt 4, stop_bit_sample 3, Frame_Error 1, Rx_Done 1, dff0_uart_rx 1
dff1_uart_rx 1, en_baud_cnt 1, r_uart_rx 1
[power by group through the flow]
stage	logic, µW	registers (µW)	clock network [µW]
CTS	11.3	490	466
global route	12.5	490	482
finish	10.4	490	451
[worst max-delay path, stage by stage (launching register included)]
cell,delay (ns)
dfrtp_1,0.40
nor4_1,0.34
nand4_2,0.24
or4b_4,0.62
nor2_4,0.41
mux2_2,0.39
[logic make-up after synthesis]
family | count (synthesis) | share of synthesized area, %
simple gates | 120 | 25.1
mux | 22 | 9.86
buf+inv | 15 | 2.74
compound gates | 3 | 0.608
fa+ha+maj | 4 | 1.74
xor+xnor | 30 | 9.12
flops | 59 | 50.9
[worst paths after layout]
check,start,slack (ns),end
max in group asynchronous,Reset_n,3.65,baud_div_cnt[26]
worst max register to register,baud_div_cnt[27],2.38,Rx_Data[0]
worst min register to register,dff0_uart_rx,0.33,dff1_uart_rx
worst min-delay path,dff0_uart_rx,0.33,dff1_uart_rx
min in group asynchronous,Reset_n,0.79,baud_div_cnt[6]
worst max-delay path,baud_div_cnt[27],2.38,Rx_Data[0]
