File: flow/run.sh
#!/bin/bash
# OpenROAD 26Q1-2900-gdf79404cd8, Yosys 0.63+post, stock flow scripts
make -C /OpenROAD-flow-scripts/flow DESIGN_CONFIG=/design/flow/config.mk WORK_HOME=/design/flow/orfs finish
File: flow/config.mk
export PLATFORM = sky130hd
export DESIGN_NAME = i2c_control
export DESIGN_NICKNAME = i2c_control
export VERILOG_FILES = /design/flow/design.v
export SDC_FILE = /design/flow/constraint.sdc
export NUM_CORES = 4
export LEC_CHECK = 1
export CORE_UTILIZATION = 30
File: flow/constraint.sdc
current_design i2c_control

set clk_period 2.8
set clk_io_pct 0.2

create_clock -name clk0 -period $clk_period [get_ports {Clk}]

set non_clock_inputs [all_inputs -no_clocks]
set_input_delay [expr $clk_period * $clk_io_pct] -clock clk0 $non_clock_inputs
set_output_delay [expr $clk_period * $clk_io_pct] -clock clk0 [all_outputs]
File: flow/design.v
module i2c_bit_shift(
    Clk,
    Rst_n,
    Cmd,
    Go,
    Rx_DATA,
    Tx_DATA,
    Trans_Done,
    ack_o,
    i2c_sclk,
    i2c_sdat
);
    input Clk;               
    input Rst_n;             
    input [5:0]Cmd;          
    input Go;                
    output reg [7:0]Rx_DATA;  
    input [7:0]Tx_DATA;      
    output reg Trans_Done;   
    output reg ack_o;        
    output reg i2c_sclk;     
    inout i2c_sdat;          
    reg i2c_sdat_o;          
    parameter SYS_CLOCK = 50_000_000;   
    parameter SCL_CLOCK = 400_000;      
    localparam SCL_CNT_M = SYS_CLOCK / SCL_CLOCK / 4 - 1;  
    reg i2c_sdat_oe;         
    localparam 
        WR   = 6'b000001,    
        STA  = 6'b000010,    
        RD   = 6'b000100,    
        STO  = 6'b001000,    
        ACK  = 6'b010000,    
        NACK = 6'b100000;    
    reg [19:0]div_cnt;
    reg en_div_cnt;          
    always @(posedge Clk or negedge Rst_n)
        if (!Rst_n)
            div_cnt <= 20'd0;
        else if (en_div_cnt) begin
            if (div_cnt < SCL_CNT_M)
                div_cnt <= div_cnt + 1'b1;
            else
                div_cnt <= 0;
        end else
            div_cnt <= 0;
    wire sclk_plus = div_cnt == SCL_CNT_M;  
    assign i2c_sdat = !i2c_sdat_o && i2c_sdat_oe ? 1'b0 : 1'bz;
    reg [7:0]state;
    localparam
        IDLE      = 8'b00000001,  
        GEN_STA   = 8'b00000010,  
        WR_DATA   = 8'b00000100,  
        RD_DATA   = 8'b00001000,  
        CHECK_ACK = 8'b00010000,  
        GEN_ACK   = 8'b00100000,  
        GEN_STO   = 8'b01000000;  
    reg [4:0]cnt;            
    always @(posedge Clk or negedge Rst_n)
        if (!Rst_n) begin
            Rx_DATA <= 0;
            i2c_sdat_oe <= 1'd0;
            en_div_cnt <= 1'b0;
            i2c_sdat_o <= 1'd1;
            Trans_Done <= 1'b0;
            ack_o <= 0;
            state <= IDLE;
            cnt <= 0;
        end else begin
            case (state)
                IDLE: begin
                    Trans_Done <= 1'b0;
                    i2c_sdat_oe <= 1'd1;
                    if (Go) begin
                        en_div_cnt <= 1'b1;
                        if (Cmd & STA)
                            state <= GEN_STA;
                        else if (Cmd & WR)
                            state <= WR_DATA;
                        else if (Cmd & RD)
                            state <= RD_DATA;
                        else
                            state <= IDLE;
                    end else begin
                        en_div_cnt <= 1'b0;
                        state <= IDLE;
                    end
                end
                GEN_STA: begin
                    if (sclk_plus) begin
                        if (cnt == 3)
                            cnt <= 0;
                        else
                            cnt <= cnt + 1'b1;
                        case (cnt)
                            0: begin i2c_sdat_o <= 1; i2c_sdat_oe <= 1'd1; end
                            1: begin i2c_sclk <= 1; end
                            2: begin i2c_sdat_o <= 0; i2c_sclk <= 1; end
                            3: begin i2c_sclk <= 0; end
                        endcase
                        if (cnt == 3) begin
                            if (Cmd & WR)
                                state <= WR_DATA;
                            else if (Cmd & RD)
                                state <= RD_DATA;
                        end
                    end
                end
                WR_DATA: begin
                    if (sclk_plus) begin
                        if (cnt == 31)
                            cnt <= 0;
                        else
                            cnt <= cnt + 1'b1;
                        case (cnt)
                            0,4,8,12,16,20,24,28: begin i2c_sdat_o <= Tx_DATA[7-cnt[4:2]]; i2c_sdat_oe <= 1'd1; end  
                            1,5,9,13,17,21,25,29: begin i2c_sclk <= 1; end  
                            2,6,10,14,18,22,26,30: begin i2c_sclk <= 1; end  
                            3,7,11,15,19,23,27,31: begin i2c_sclk <= 0; end  
                        endcase
                        if (cnt == 31)
                            state <= CHECK_ACK;
                    end
                end
                RD_DATA: begin
                    if (sclk_plus) begin
                        if (cnt == 31)
                            cnt <= 0;
                        else
                            cnt <= cnt + 1'b1;
                        case (cnt)
                            0,4,8,12,16,20,24,28: begin i2c_sdat_oe <= 1'd0; i2c_sclk <= 0; end  
                            1,5,9,13,17,21,25,29: begin i2c_sclk <= 1; end  
                            2,6,10,14,18,22,26,30: begin i2c_sclk <= 1; Rx_DATA <= {Rx_DATA[6:0], i2c_sdat}; end  
                            3,7,11,15,19,23,27,31: begin i2c_sclk <= 0; end  
                        endcase
                        if (cnt == 31)
                            state <= GEN_ACK;
                    end
                end
                CHECK_ACK: begin
                    if (sclk_plus) begin
                        if (cnt == 3)
                            cnt <= 0;
                        else
                            cnt <= cnt + 1'b1;
                        case (cnt)
                            0: begin i2c_sdat_oe <= 1'd0; i2c_sclk <= 0; end
                            1: begin i2c_sclk <= 1; end
                            2: begin ack_o <= i2c_sdat; i2c_sclk <= 1; end
                            3: begin i2c_sclk <= 0; end
                        endcase
                        if (cnt == 3) begin
                            if (Cmd & STO)
                                state <= GEN_STO;
                            else begin
                                state <= IDLE;
                                Trans_Done <= 1'b1;
                            end
                        end
                    end
                end
                GEN_ACK: begin
                    if (sclk_plus) begin
                        if (cnt == 3)
                            cnt <= 0;
                        else
                            cnt <= cnt + 1'b1;
                        case (cnt)
                            0: begin
                                i2c_sdat_oe <= 1'd1;
                                i2c_sclk <= 0;
                                if (Cmd & ACK)
                                    i2c_sdat_o <= 1'b0;
                                else if (Cmd & NACK)
                                    i2c_sdat_o <= 1'b1;
                            end
                            1: begin i2c_sclk <= 1; end
                            2: begin i2c_sclk <= 1; end
                            3: begin i2c_sclk <= 0; end
                        endcase
                        if (cnt == 3) begin
                            if (Cmd & STO)
                                state <= GEN_STO;
                            else begin
                                state <= IDLE;
                                Trans_Done <= 1'b1;
                            end
                        end
                    end
                end
                GEN_STO: begin
                    if (sclk_plus) begin
                        if (cnt == 3)
                            cnt <= 0;
                        else
                            cnt <= cnt + 1'b1;
                        case (cnt)
                            0: begin i2c_sdat_o <= 0; i2c_sdat_oe <= 1'd1; end
                            1: begin i2c_sclk <= 1; end
                            2: begin i2c_sdat_o <= 1; i2c_sclk <= 1; end
                            3: begin i2c_sclk <= 1; end
                        endcase
                        if (cnt == 3) begin
                            Trans_Done <= 1'b1;
                            state <= IDLE;
                        end
                    end
                end
                default: state <= IDLE;  
            endcase
        end
endmodule
module i2c_control(
    input Clk,                    
    input Rst_n,                  
    input wrreg_req,              
    input rdreg_req,              
    input [15:0] addr,            
    input addr_mode,              
    input [7:0] wrdata,           
    output reg [7:0] rddata,      
    input [7:0] device_id,        
    output reg RW_Done,           
    output reg ack,               
    output i2c_sclk,              
    inout i2c_sdat                
);
    reg [5:0] Cmd;                
    reg [7:0] Tx_DATA;            
    wire Trans_Done;              
    wire ack_o;                   
    reg Go;                       
    wire [15:0] reg_addr;         
    assign reg_addr = addr_mode ? addr : {addr[7:0], addr[15:8]};
    wire [7:0] Rx_DATA;
    localparam 
        WR   = 6'b000001,    
        STA  = 6'b000010,    
        RD   = 6'b000100,    
        STO  = 6'b001000,    
        ACK  = 6'b010000,    
        NACK = 6'b100000;    
    i2c_bit_shift i2c_bit_shift(
        .Clk(Clk),
        .Rst_n(Rst_n),
        .Cmd(Cmd),
        .Go(Go),
        .Rx_DATA(Rx_DATA),
        .Tx_DATA(Tx_DATA),
        .Trans_Done(Trans_Done),
        .ack_o(ack_o),
        .i2c_sclk(i2c_sclk),
        .i2c_sdat(i2c_sdat)
    );
    reg [6:0] state;  
    reg [7:0] cnt;    
    localparam
        IDLE         = 7'b0000001,  
        WR_REG       = 7'b0000010,  
        WAIT_WR_DONE = 7'b0000100,  
        WR_REG_DONE  = 7'b0001000,  
        RD_REG       = 7'b0010000,  
        WAIT_RD_DONE = 7'b0100000,  
        RD_REG_DONE  = 7'b1000000;  
    always @(posedge Clk or negedge Rst_n)
    if (!Rst_n) begin
        Cmd <= 6'd0;
        Tx_DATA <= 8'd0;
        Go <= 1'b0;
        rddata <= 0;
        state <= IDLE;
        ack <= 0;
    end else begin
        case (state)
            IDLE: begin
                cnt <= 0;
                ack <= 0;
                RW_Done <= 1'b0;                    
                if (wrreg_req)
                    state <= WR_REG;
                else if (rdreg_req)
                    state <= RD_REG;
                else
                    state <= IDLE;
            end
            WR_REG: begin
                state <= WAIT_WR_DONE;
                case (cnt)
                    0: write_byte(WR | STA, device_id);       
                    1: write_byte(WR, reg_addr[15:8]);        
                    2: write_byte(WR, reg_addr[7:0]);        
                    3: write_byte(WR | STO, wrdata);         
                    default: ;
                endcase
            end
            WAIT_WR_DONE: begin
                Go <= 1'b0; 
                if (Trans_Done) begin
                    ack <= ack | ack_o;  
                    case (cnt)
                        0: begin cnt <= 1; state <= WR_REG; end
                        1: begin 
                                state <= WR_REG; 
                                cnt <= addr_mode ? 2 : 3; 
                           end
                        2: begin cnt <= 3; state <= WR_REG; end
                        3: state <= WR_REG_DONE;
                        default: state <= IDLE;
                    endcase
                end
            end
            WR_REG_DONE: begin
                RW_Done <= 1'b1;
                state <= IDLE;
            end
            RD_REG: begin
                state <= WAIT_RD_DONE;
                case (cnt)
                    0: write_byte(WR | STA, device_id);        
                    1: write_byte(WR, reg_addr[15:8]);         
                    2: write_byte(WR, reg_addr[7:0]);         
                    3: write_byte(WR | STA, device_id | 8'd1);  
                    4: read_byte(RD | NACK | STO);            
                    default: ;
                endcase
            end
            WAIT_RD_DONE: begin
                Go <= 1'b0; 
                if (Trans_Done) begin
                    if (cnt <= 3)
                        ack <= ack | ack_o;
                    case (cnt)
                        0: begin cnt <= 1; state <= RD_REG; end
                        1: begin 
                                state <= RD_REG; 
                                cnt <= addr_mode ? 2 : 3; 
                           end
                        2: begin cnt <= 3; state <= RD_REG; end
                        3: begin cnt <= 4; state <= RD_REG; end
                        4: state <= RD_REG_DONE;
                        default: state <= IDLE;
                    endcase
                end
            end
            RD_REG_DONE: begin
                RW_Done <= 1'b1;
                rddata <= Rx_DATA;  
                state <= IDLE;                
            end
            default: state <= IDLE;
        endcase
    end
    task read_byte;
        input [5:0] Ctrl_Cmd;
        begin
            Cmd <= Ctrl_Cmd;
            Go <= 1'b1; 
        end
    endtask
    task write_byte;
        input [5:0] Ctrl_Cmd;
        input [7:0] Wr_Byte_Data;
        begin
            Cmd <= Ctrl_Cmd;
            Tx_DATA <= Wr_Byte_Data;
            Go <= 1'b1; 
        end
    endtask
endmodule
==> flow_metrics.py <==
# Metrics from the implementation run
metrics = {
    "run_status": {
        "status": "finished, final reports clean",
    },
    "setup_path": {
        "r2r_setup_slack_ps": 800,
        "crit_arrival_ps": 2220,
        "path_max_fanout": 8,
        "crit_type": "reg -> reg",
        "rr_startpoint": "i2c_bit_shift.cnt[0]",
        "cp_data_required_time_ps": 3010,
        "rr_worst_depth": 6,
        "crit_path_start_kind": "register",
        "endpoint_kind": "register",
        "rr_endpoint": "i2c_bit_shift.cnt[3]",
    },
    "sta": {
        "setup_viol": 0,
        "timing.fmax_mhz": 499,
        "slew_viol_final": 0,
        "finClkSkew_ps": 11.7,
        "finalClockPeriodUsage_pct": 71.6,
        "hold_viol": 0,
        "fin_tns_setup_ps": 0,
        "worst_slack_ps": 796,
        "layout_min_cycle_time_ps": 2000,
        "rsz0062_at_grt": "false",
    },
    "die": {
        "die_area_um2": 8470,
        "ios": 49,
        "fp_util_pct": 31.3,
        "core_um2": 7770,
        "rows": 32,
        "die_h_um": 92.0,
        "die_x_um": 92.0,
    },
    "clocking": {
        "numCtsBuffers": 5,
        "cts_setup_buffers": 0,
        "cts_resized": 0,
        "holdBufCountCts": 0,
        "clk_pin_slew_ps": 90,
        "cts_tree": "built",
        "root_buffer": "clkbuf_8",
        "clockBufferDepth": 2,
        "clock.latency.late_pin_ps": 310,
        "cts.sinks": 53,
        "h-tree-depth": 2,
    },
    "power": {
        "pwr-share-comb_pct": 2.9,
        "p_sw_uw": 279,
        "seqPwrFrac_pct": 59.5,
        "max-vdd-ir-drop_v": 0.000203,
        "power_density_nw_per_um2": 484,
        "switching_share_pct": 21.0,
        "leakage_nw": 1.16,
        "intPower_mw": 1.05,
        "power_frac_clock_pct": 37.7,
    },
    "global_routing": {
        "grt_pass1_wl_mm": 7.21,
        "grt_use_met2_pct": 16.4,
        "grt_usage_pct": 10.5,
        "antenna_found_initial": 0,
        "grt_pass1_vias": 1602,
        "top_usage_layer": "met2",
        "use_met1_pct": 16.2,
        "overflow": 0,
        "grt_start_max_net_pins": 27,
        "use_met3_pct": 1.60,
    },
    "detailed_routing": {
        "drt_pass1_iterations": 4,
        "wire_per_inst_um": 11.3,
        "n_antenna_cell": 0,
        "drc": 0,
        "drtAntennaViolNets": 0,
        "avgViaCountPerCell": 4.60,
        "dr.first_iter.drc_count": 61,
        "num_vias": 1676,
        "wirelength_mm": 4.12,
    },
    "place": {
        "io_buffers": 6,
        "gp_congestion": 0.812,
        "pre_cts_slack_ps": 827,
        "hpwlAfterDp_mm": 2.98,
    },
    "yosys": {
        "async_flop_share_pct": 86.8,
        "ys_cells": 236,
        "syn_area_um2": 2430,
        "ys_seq_share_pct": 54.0,
        "synth_warnings": 3,
        "postSynthAreaPerCell_um2": 10.3,
        "ys_ff": 53,
        "syn_inst": 236,
        "ff_type": "dfrtp_1",
        "ys_area_um2": 2430,
        "edf_count": 2,
        "yosysUniqueCellTypes": 51,
    },
    "layout": {
        "areaGrowthSynthToFinish_pct": 13.0,
        "utilization_pct": 35.4,
        "drive_above_1_share_pct": 9.16,
    },
    "worst_hold_path": {
        "min_path_type": "in -> async",
    },
    "run": {
        "drv_cap": 0,
        "warnings": 63,
    },
}
[synth_stat cells (2+ instances only)]
cell type	number	area (um^2)
nor2_1	23	86.3
edfxtp_1	2	60.1
buf_4	10	75.1
nand2_1	21	78.8
a32o_1	2	20.0
and2_2	2	15.0
ha_1	9	113
dfxtp_1	5	100
a21oi_1	12	60.1
dfrtp_1	44	1100
a22oi_1	2	15.0
a22o_1	2	17.5
o21ai_1	2	10.0
o22ai_1	3	18.8
dfstp_2	2	52.6
clkbuf_1	4	15.0
o21ai_0	20	100
o311ai_0	3	26.3
xor2_1	2	17.5
nand3_1	9	45.0
nand2b_1	3	18.8
nor3_1	3	15.0
and3_1	5	31.3
nor4_1	3	18.8
a21o_1	4	30.0
mux2i_1	2	20.0
inv_1	12	45.0
and4_1	2	17.5
[critical path: stages, from the launching register on]
cell	delay, ps
dfrtp_1	470
ha_1	320
and3_1	210
ha_1	230
mux2i_1	270
nand3_1	170
o31ai_1	240
[state kept, by name, indices dropped and copies added, names as in the netlist]
register	count
i2c_bit_shift.en_div_cnt	1
Go	1
i2c_bit_shift.i2c_sclk	1
cnt	5
Cmd	4
state	7
i2c_bit_shift.Trans_Done	1
RW_Done	1
i2c_bit_shift.state	7
i2c_bit_shift.cnt	5
i2c_bit_shift.div_cnt	20
[power groups by stage]
stage	Sequential (mW)	Combinational, mW	Clock [mW]
4_1_cts	0.791	0.0393	0.519
5_1_grt	0.793	0.0451	0.549
6_report	0.791	0.0380	0.501
[how the worst max path moves through the flow]
| stage | startpoint | to | slack (ps) | cells past startpoint |
|---|---|---|---|---|
| finish | i2c_bit_shift.cnt[0] | i2c_bit_shift.cnt[3] | 800 | 6 |
| CTS | i2c_bit_shift.cnt[0] | i2c_bit_shift.cnt[3] | 800 | 6 |
| global route | i2c_bit_shift.cnt[0] | i2c_bit_shift.cnt[3] | 630 | 6 |
[kinds of logic after synthesis]
group / share of synthesized area [%]
buffers and inverters: 5.71
multiplexers: 1.29
other: 0.154
AND/OR/NAND/NOR: 17.4
AND-OR/OR-AND: 15.7
flip-flops: 54.0
adder cells (fa/ha/maj): 4.63
XOR/XNOR: 1.08
[cell usage in the layout (no fill, tap or decap), types with 3 or more instances in the layout]
cell             Yosys  layout
dfrtp_1             44      44
conb_1               1      25
nor2_1              23      23
nand2_1             21      21
o21ai_0             20      20
inv_1               12      12
a21oi_1             12      12
nand3_1              9       9
ha_1                 9       9
clkbuf_8             0       6
and3_1               5       5
dfxtp_1              5       5
clkdlybuf4s50_1      0       5
a21o_1               4       4
nor4_1               3       3
nor3_1               3       3
o22ai_1              3       3
nand2b_1             3       3
o311ai_0             3       3
buf_4               10       3
[stage by stage]
| stage | hold slack (ps) | total power, mW | cell area [um^2] | cells |
|---|---|---|---|---|
| 2_1_floorplan | 264 | 0.829 | 2520 | 260 |
| 3_3_place_gp | 412 | 0.845 | 2630 | 356 |
| 3_5_place_dp | 410 | 0.846 | 2630 | 356 |
| 4_1_cts | 76.1 | 1.35 | 2750 | 364 |
| 5_1_grt | 74.3 | 1.39 | 2750 | 364 |
| 6_report | 86.7 | 1.33 | 2750 | 364 |
[layer usage]
| metal | wire length [um] | vias up |
|---|---|---|
| met5 | 0 | - |
| met4 | 96 | 0 |
| met3 | 133 | 9 |
| met2 | 1850 | 34 |
| met1 | 2040 | 787 |
| li1 | - | 846 |
[final cells by class]
type / instances / area, um^2
Fill cell: 765 / 5020
Sequential cell: 53 / 1310
Multi-Input combinational cell: 180 / 1070
Tap cell: 102 / 128
Clock buffer: 7 / 108
Timing Repair Buffer: 9 / 77.6
Inverter: 12 / 45.0
Clock inverter: 1 / 7.51
No activity file was given, so power comes from the tool's default toggle rates.
